**/design/flow/run.sh**
```bash
#!/bin/bash
# OpenROAD 26Q1-2900-gdf79404cd8, Yosys 0.63+post, stock flow scripts
make -C /OpenROAD-flow-scripts/flow DESIGN_CONFIG=/design/flow/config.mk WORK_HOME=/design/flow/orfs finish
```
**/design/flow/config.mk**
```make
export PLATFORM = sky130hd
export DESIGN_NAME = divider
export DESIGN_NICKNAME = divider
export VERILOG_FILES = /design/flow/design.v
export SDC_FILE = /design/flow/constraint.sdc
export NUM_CORES = 4
export LEC_CHECK = 1
export CORE_UTILIZATION = 40
```
**/design/flow/constraint.sdc**
```tcl
current_design divider

set clk_period 46.7
set clk_io_pct 0.2

create_clock -name clk0 -period $clk_period [get_ports {I_CLK}]

set non_clock_inputs [all_inputs -no_clocks]
set_input_delay [expr $clk_period * $clk_io_pct] -clock clk0 $non_clock_inputs
set_output_delay [expr $clk_period * $clk_io_pct] -clock clk0 [all_outputs]
```
**/design/flow/design.v**
```verilog
`timescale 1ns / 1ps
module divider(
    input I_CLK,
    input rst,
    output reg O_CLK
    );
    parameter cycle=1000000;  
    reg [31:0] cnt=32'b00000000;
    initial begin
    O_CLK=0;
    end
    always @ (posedge I_CLK)
    begin
    if(rst==1)
    begin
    O_CLK=0;
    cnt=32'b00000000;
    end
    else
    begin
    cnt=(cnt+1)%cycle;
    if(cnt%(cycle/2)==0)
    begin
    O_CLK=~O_CLK;
    end
    end
    end
endmodule
```
==> flow_metrics.py <==
# Physical implementation metrics
metrics = {
    "status": {
        "status": "finished, final reports clean",
    },
    "worst_setup_path": {
        "path_common_cell": "mux2i_1",
        "r2r_cells": 58,
        "start_kind": "flip-flop",
        "reg2reg_slack_ns": 26.45,
        "critPathMaxFanout": 25,
        "cp_slowest_cell": "o211ai_2",
        "worstSetupPathType": "reg2reg",
        "slowest_delay_ns": 0.70,
        "worstPathArrival_ns": 20.38,
        "critPathRequiredTime_ns": 46.83,
        "endpoint_kind": "flip-flop",
    },
    "yosys": {
        "ys.flop_type": "dfxtp_1",
        "edf_count": 0,
        "ys.flops": 33,
        "synth.distinct_cells": 116,
        "ys_area_um2": 9090,
        "syn_area_um2": 9090,
        "syn_inst": 1318,
        "synth_warnings": 1,
        "synth.avg_cell_area_um2": 6.89,
        "ys_seq_share": 0.0727,
        "ys_cells": 1318,
        "synthArstFlopShare": 0,
    },
    "timing": {
        "fin_tns_setup_ns": 0,
        "tightest_slew_ns": 0.942,
        "fin_crit_sh": 0.434,
        "skew_ns": 0.00424,
        "report.final.slew_viol_count": 0,
        "rsz0062_at_grt": "no",
        "layout_setup_ws_ns": 26.45,
        "final_hold_viol_count": 0,
        "setup_violations": 0,
        "maxSlewHeadroom": 0.367,
        "period_minus_slack_ns": 20.25,
        "fmax_ghz": 0.0494,
        "whs_ns": 0.512,
    },
    "final_layout": {
        "final_cells": 1586,
        "lay_top_count": "nor2_1",
        "drive_gt1_frac": 0.0773,
        "syn_to_final_growth_pct": 4.72,
        "design_area_um2": 9520,
        "fin_util": 0.432,
        "layout_top_cells": "nor2_1 (133), nand2_1 (124), xnor2_1 (98)",
        "fill_cells": 2205,
    },
    "job": {
        "drv_cap": 0,
        "openroad.warnings": 26,
    },
    "global_route": {
        "overflow": 0,
        "grt_first_pass_wirelength_um": 44400,
        "grt_pass1_vias": 8848,
        "antenna_found_initial": 0,
        "grt_max_degree": 26,
        "grt.total_usage": 0.226,
    },
    "routing": {
        "vias": 10100,
        "drc": 0,
        "avgRoutedWirePerCell_um": 16.8,
        "dr.first_iter.drc_count": 856,
        "n_antenna_cell": 0,
        "first_pass_iters": 5,
        "ant_nets": 0,
        "wirelength_um": 26700,
        "vias_per_cell": 6.37,
    },
    "floorplan": {
        "fp_util": 0.413,
        "die_x_um": 153,
        "die_h_um": 153,
        "core_um2": 22000,
        "die-area_um2": 23300,
        "num_io_pins": 3,
        "num_rows": 54,
    },
    "cts": {
        "clock_sinks": 33,
        "cts.repair.resized": 0,
        "holdBufCountCts": 0,
        "clock_latency_ns": 0.27,
        "clockBufferDepth": 2,
        "cts_setup_buffers": 0,
        "cts-htree-levels": 2,
        "clockRootBuffer": "clkbuf_16",
        "cts_tree": "done",
        "cts_buffers": 5,
        "path_clk_slew_ns": 0.05,
    },
    "placement": {
        "portBuffers": 2,
        "place_congestion": 0.938,
        "placed_area_um2": 9380,
        "preCtsSetupSlack_ns": 26.75,
        "hpwl_um": 21300,
        "place_inst": 1578,
    },
    "hold_path": {
        "holdPathStages": 1,
        "min-delay-path-class": "reg2reg",
    },
}
## layout make-up
type | instances | area (µm²) | area share
tap | 280 | 350 | 0.0368
clock buffer | 6 | 129 | 0.0135
multi-input combinational | 1226 | 8170 | 0.858
timing repair buffer | 13 | 103 | 0.0108
clock inverter | 2 | 10.0 | 0.00105
sequential | 33 | 661 | 0.0694
inverter | 26 | 97.6 | 0.0103
## cell families after synthesis
family	Yosys count	share of synthesized area
compound gates	439	0.370
xor+xnor	145	0.144
fa+ha+maj	10	0.0118
buf+inv	70	0.0332
flops	33	0.0727
mux	30	0.0361
other cells	1	0.000413
simple gates	590	0.332
## critical path, delay by kind of cell (launching register included)
family | cells | cell delay [ns]
compound gates | 29 | 10.67
simple gates | 15 | 4.28
mux | 9 | 3.14
xor+xnor | 5 | 1.51
flops | 1 | 0.49
## Yosys cell counts, drive strengths merged, types with 23 or more instances
cell,count,share of area
nor2,136,0.058
nand2,124,0.051
xnor2,101,0.10
o21ai,76,0.043
a21oi,68,0.041
nand3,66,0.037
nor3,63,0.036
xor2,44,0.044
a31oi,34,0.026
dfxtp,33,0.073
nand4,29,0.021
and2,28,0.019
clkbuf,26,0.011
inv,26,0.011
a211oi,23,0.021
## sequential cells by signal (all words and copies together) (netlist names)
name / count
O_CLK: 1
cnt: 32
## routing by layer
layer / wire [µm] / global-route usage / vias to the layer above
met5: 0 / 0 / -
met4: 357 / 0.0351 / 0
met3: 1400 / 0.0142 / 32
met2: 11600 / 0.352 / 318
met1: 13300 / 0.349 / 4699
li1: - / - / 5046
## final timing paths
check / startpoint / end
worst max register to register: cnt[10]$_SDFF_PP0_ / O_CLK$_SDFFE_PP0N_
worst min-delay path: cnt[0]$_SDFF_PP0_ / cnt[0]$_SDFF_PP0_
worst max-delay path: cnt[10]$_SDFF_PP0_ / O_CLK$_SDFFE_PP0N_
worst min register to register: cnt[0]$_SDFF_PP0_ / cnt[0]$_SDFF_PP0_
